==> ./design.v <==
module KeyPadDecoder(
input [3:0] In, 
output reg [3:0] Out
);
always @(In) begin
	case (In)
		4'b0000: Out = 4'h1;
		4'b0001: Out = 4'h2;
		4'b0010: Out = 4'h3;
		4'b0011: Out = 4'hA;
		4'b0100: Out = 4'h4;
		4'b0101: Out = 4'h5;
		4'b0110: Out = 4'h6;
		4'b0111: Out = 4'hB;
		4'b1000: Out = 4'h7;
		4'b1001: Out = 4'h8;
		4'b1010: Out = 4'h9;
		4'b1011: Out = 4'hC;
		4'b1100: Out = 4'hF;
		4'b1101: Out = 4'h0;
		4'b1110: Out = 4'hE;
		4'b1111: Out = 4'hD;
     default: Out = 4'h1;
	endcase
end
endmodule
module KeyPadScanner(
input Reset,
input Clock, 
input [3:0] RowIn, 
output [3:0] ColOut, 
output reg LFSRReset, 
input LFSRFlg, 
output reg [3:0] RowColVector, 
output reg KeyRdy, 
input KeyRd
);
parameter Scan=2'b00, Calculate=2'b01, Analyize=2'b10, WaitForRead=2'b11;
reg [1:0] State;
reg [2:0] Counter;
reg [15:0] Data;
reg [3:0] Col;
reg [3:0] Sum;
reg ZeroChecker;
reg waitbit;
assign ColOut[0] = Col[0] ? 1'bz : 1'b0; 
assign ColOut[1] = Col[1] ? 1'bz : 1'b0; 
assign ColOut[2] = Col[2] ? 1'bz : 1'b0; 
assign ColOut[3] = Col[3] ? 1'bz : 1'b0; 
always @(posedge Clock, negedge Reset) begin
	if (Reset == 0) begin
		State <= Scan;
		Col <= 4'b0111;
		LFSRReset <= 0;
		KeyRdy <= 0;
		RowColVector <= 4'b1101;
		Counter <= 0;
		Data <= 16'hFFFF;
		Sum <= 0;
		ZeroChecker <= 0;
		waitbit <= 0;
	end
	else begin
		case(State)
			Scan: begin
				if(LFSRFlg == 1) begin
					case(Col)
						4'b0111: begin 
							if(waitbit == 1) begin
								Data[15:12] <= RowIn;
								Col <= 4'b1011;
								waitbit <= 0;
							end
							else waitbit <= 1;
						end
						4'b1011: begin
							if(waitbit == 1) begin
								Data[11:8] <= RowIn;
								Col <= 4'b1101;
								waitbit <= 0;
							end
							else waitbit <= 1;
						end
						4'b1101: begin
							if(waitbit == 1) begin
								Data[7:4] <= RowIn;
								Col <= 4'b1110;
								waitbit <= 0;
							end
							else waitbit <= 1;
						end
						4'b1110: begin
							if(waitbit == 1) begin
								Data[3:0] <= RowIn;
								Col <= 4'b0111;
								State <= Calculate;	
								waitbit <= 0;
							end
							else waitbit <= 1;
						end
						default: begin
							Col <= 4'b1110;
							Counter <= 0;
						end
					endcase
					LFSRReset <= 0;
				end
				else begin
					LFSRReset <= 1;
				end
			end
			Calculate: begin
				Sum <= ~Data[0] + ~Data[1] + ~Data[2] + ~Data[3]
					 + ~Data[4] + ~Data[5] + ~Data[6] + ~Data[7]
					 + ~Data[8] + ~Data[9] + ~Data[10] + ~Data[11]
					 + ~Data[12] + ~Data[13] + ~Data[14] + ~Data[15]; 
				State <= Analyize;
			end
			Analyize: begin
				if (ZeroChecker== 1'b1) begin
					if(Sum == 4'b0001) begin
						Counter <= Counter + 1'b1;
						if(Counter == 3'b100) begin
							case(Data)
								16'hFFFE : RowColVector <= 4'b0000; 
								16'hFFFD : RowColVector <= 4'b0100; 
								16'hFFFB : RowColVector <= 4'b1000; 
								16'hFFF7 : RowColVector <= 4'b1100; 
								16'hFFEF : RowColVector <= 4'b0001; 
								16'hFFDF : RowColVector <= 4'b0101; 
								16'hFFBF : RowColVector <= 4'b1001; 
								16'hFF7F : RowColVector <= 4'b1101; 
								16'hFEFF : RowColVector <= 4'b0010; 
								16'hFDFF : RowColVector <= 4'b0110; 
								16'hFBFF : RowColVector <= 4'b1010; 
								16'hF7FF : RowColVector <= 4'b1110; 
								16'hEFFF : RowColVector <= 4'b0011; 
								16'hDFFF : RowColVector <= 4'b0111; 
								16'hBFFF : RowColVector <= 4'b1011; 
								16'h7FFF : RowColVector <= 4'b1111; 
								default  : RowColVector <= 4'b0000; 
							endcase
							KeyRdy <= 1;
							State <= WaitForRead;
							Counter <= 0;
							ZeroChecker <= 0;
						end
					end
					else if (Sum == 4'b0000) begin 
						Counter <= 0;
						State <= Scan;
					end
					else begin 
						ZeroChecker <= 1'b0; 
						Counter <= 0; 
						State <= Scan;
					end
				end
				else if (Sum == 4'b0000) begin
					ZeroChecker <= 1'b1;
					State <= Scan;
				end
				else State <= Scan;
			end
			WaitForRead: begin
				if(KeyRd == 1) begin
					KeyRdy <= 0;
					LFSRReset <= 0;
					State <= Scan;
				end
			end 
			default: begin 
				State <= Scan;
				Col <= 4'b1110;
				LFSRReset <= 0;
				KeyRdy <= 1;
				RowColVector <= 4'b1111;
				Counter <= 0;
				Data <= 16'hFFFF;
				Sum <= 0;
			end
		endcase
	end
end
endmodule
module KeypadTest (MAX10_CLK1_50, SW, KEY0, KEY1, HEX0, HEX1, HEX2, HEX3, HEX4, HEX5, LEDR, ARDUINO_IO, GPIO_);
	input [9:0] SW;
	inout [7:0] ARDUINO_IO;
	inout [35:0] GPIO_;
	input KEY0, KEY1, MAX10_CLK1_50;
	output [9:0] LEDR;
	output [0:6] HEX0, HEX1, HEX2, HEX3, HEX4, HEX5;
	wire clk = MAX10_CLK1_50;
	wire rst = KEY1;
	wire KeyRead, KeyReady;
	wire [3:0] RowIn = GPIO_[7:4], DataOut, ColOut = GPIO_[3:0], PressCount;
	assign GPIO_[35] = KeyReady;	
	assign GPIO_[34]=clk;
	assign GPIO_[33]=KeyRead;
	assign GPIO_[32]=rst;
	assign LEDR[3:0] = RowIn;
	fourmspulse KeyReadPulse (clk, KeyRead);
	keyPadInterpreter test (clk, rst, KeyRead, RowIn, KeyReady, DataOut, ColOut, PressCount);
	hexdecoder KeyPressed (DataOut, HEX0);
	hexdecoder PressCounts (PressCount, HEX5);
	hexdecoder Disp1 (4'h0, HEX1);
	hexdecoder Disp2 (4'h0, HEX2);
	hexdecoder Disp3 (4'h0, HEX3);
	hexdecoder Disp4 (4'h0, HEX4);
endmodule
module LFSR25000(
input Clock,
input Reset,
output reg Out
);
reg [14:0] LFSR;
always @(posedge Clock, negedge Reset) begin
	if(Reset==0) begin
		Out <= 0;
		LFSR <= 15'b111111111111111;
	end
	else begin
		LFSR[0] <= LFSR[13] ^ LFSR[14];
		LFSR[14:1] <= LFSR[13:0];
		if(LFSR==15'b001000010001100) Out <= 1;
	end
end
endmodule
module PulseCounter(
input Reset,
input Clock,
input In, 
output [3:0] Out
);
reg [3:0] Counter;
reg toggle;
always @(posedge Clock, negedge Reset) begin
	if ( Reset == 0 ) 
		Counter <= 4'b0000;
	else begin
		if ((In==1) & (toggle==0)) begin
			Counter <= Counter + 1'b1;
			toggle <= 1;
	    end
		else if (In==0) begin
			toggle <= 0;
		end
	end
end
assign Out = Counter;
endmodule
module fourmspulse (clk, pulse);
	input clk;
	output reg pulse;
	reg [31:0] counter;
	always @(posedge clk) begin
		 if (counter < 200000) begin
			  counter <= counter + 1;
			  pulse <= 1;
		 end else if (counter < 400000) begin
			  counter <= counter + 1;
			  pulse <= 0;
		 end else begin
			  counter <= 0;
			  pulse <= 0;
		 end
	end
endmodule
module hexdecoder(HexIn, SevenOut);
	input [3:0] HexIn;
	output reg [0:6] SevenOut;
	always @(*)
		case(HexIn)
			0:	SevenOut <= 7'b1001111;  
			1:	SevenOut <= 7'b0010010;  
			2:	SevenOut <= 7'b0000110;  
			3:	SevenOut <= 7'b0001000;  
			4:	SevenOut <= 7'b1001100;  
			5:	SevenOut <= 7'b0100100;  
			6:	SevenOut <= 7'b0100000;  
			7:	SevenOut <= 7'b1100000;  
			8:	SevenOut <= 7'b0011111;  
			9:	SevenOut <= 7'b0000000;  
			10:SevenOut <= 7'b0001100;  
			11:SevenOut <= 7'b0110001;  
			12:SevenOut <= 7'b0111000;  
			13:SevenOut <= 7'b0000001;  
			14:SevenOut <= 7'b0110000;  
			15:SevenOut <= 7'b1000010;  
			default: SevenOut <= 7'b1111111;
		endcase
endmodule
module keyPadInterpreter(
input  Clock, 
input  ResetButton,
input  KeyRead, 			
input  [3:0] RowDataIn,
output KeyReady,			
output [3:0] DataOut,
output [3:0] ColDataOut,
output [3:0] PressCount
);
wire [3:0] KeyCode;
wire LFSRRst;
wire LFSRFlg;
LFSR25000			LFSR     (Clock, LFSRRst, LFSRFlg);
KeyPadScanner     Scanner  (ResetButton, Clock, RowDataIn, ColDataOut, LFSRRst, LFSRFlg, KeyCode, KeyReady, KeyRead);
PulseCounter		Count	 	(ResetButton, Clock, KeyReady, PressCount);
KeyPadDecoder     Decoder  (KeyCode , DataOut);
endmodule
==> ./constraint.sdc <==
current_design KeypadTest

set clk_period 3.5
set clk_io_pct 0.2

create_clock -name clk0 -period $clk_period [get_ports {MAX10_CLK1_50}]

set non_clock_inputs [all_inputs -no_clocks]
set_input_delay [expr $clk_period * $clk_io_pct] -clock clk0 $non_clock_inputs
set_output_delay [expr $clk_period * $clk_io_pct] -clock clk0 [all_outputs]
==> ./run.sh <==
#!/bin/bash
# OpenROAD 26Q1-2900-gdf79404cd8, Yosys 0.63+post, stock flow scripts
make -C /OpenROAD-flow-scripts/flow DESIGN_CONFIG=/design/flow/config.mk WORK_HOME=/design/flow/orfs finish
==> ./config.mk <==
export PLATFORM = sky130hd
export DESIGN_NAME = KeypadTest
export DESIGN_NICKNAME = KeypadTest
export VERILOG_FILES = /design/flow/design.v
export SDC_FILE = /design/flow/constraint.sdc
export NUM_CORES = 4
export LEC_CHECK = 1
export CORE_UTILIZATION = 30
==> deck_impl_summary.md <==
Key Metrics from the Run

Clocking
  • CTS Buffer Depth: 2
  • H-tree Lvls: 3
  • CTS Root Cell: clkbuf_16
  • Num CTS Buffers: 9
  • Setup repair bufs after CTS: 0
  • Post-CTS sizing: 0
  • Hold_buf cts: 0
  • CTS sink cnt: 93

Placed design
  • DP HPWL: 6660 um
  • Cells after DPL: 791
  • Area after DPL: 5590 um^2
  • Dpl ws: -0.116 ns
  • Port Buffers: 19
  • Routability cong.: 0.876

Yosys
  • Syn_area_per_cell: ~9.4 um^2
  • Area reported by Yosys stat: around 5200 um^2
  • Ys cells: roughly 550
  • Post-Synthesis Cells: 552
  • Register share after synthesis: around 42%
  • Async SR Flop Fraction: approximately 63%
  • YS warnings: 16
  • #FFs+latches synth: 93
  • Top FF cell, synth: dfstp_2
  • Synth cell types: about 60
  • Post-synth EDFFs: 1
  • Netlist Area Pre-Place: 5220 um^2

Outcome
  • Stop err: [error] [KeplerFormal.cpp:679] Workflow failed: Iso has multiple drivers: .GPIO_35, GPIO_[35]$_DFFE_PN0P_.Q0
  • Outcome: aborted with a tool error
  • Stop stage: 4_1_cts

Floorplan
  • Die X: 134 um
  • Num rows: 47
  • Pre-Place Util: 31.1%
  • IO Pins: 109
  • Die Y: 134 um

Timing
  • Endpoints left unconstrained: 36
==> cell families after synthesis <==
group / after synthesis / share of synthesized area (%)
buffers and inverters: 104 / 10.9
muxes: 15 / 3.12
AOI/OAI and AO/OA: 104 / 12.1
adders and majority gates: 37 / 10.3
xor gates and xnor gates: 26 / 4.37
other: 2 / 0.144
DFF: 93 / 42.5
and+or+nand+nor: 171 / 16.6
==> through the flow <==
stage / util [%] / total power (W) / TNS [ns]
2_1_floorplan: - / 0.00139 / -0.0841
3_3_place_gp: 33.3 / 0.0000227 / -0.138
3_5_place_dp: 33.3 / 0.0000224 / -0.202
==> synthesized netlist by cell type (all sizes together) (3+ instances only) <==
| cell | count | share of area [%] |
|---|---|---|
| dfxtp | 33 | 13 |
| nor3 | 15 | 1.7 |
| mux2 | 10 | 2.2 |
| nand4b | 4 | 0.67 |
| clkbuf | 12 | 0.86 |
| nand2 | 41 | 3.0 |
| and3 | 6 | 0.72 |
| nand4 | 9 | 1.1 |
| dfstp | 38 | 19 |
| nand2b | 6 | 0.72 |
| nand3b | 5 | 0.72 |
| mux2i | 5 | 0.96 |
| nand3 | 28 | 2.7 |
| a21oi | 27 | 2.7 |
| inv | 41 | 3.0 |
| nor4b | 3 | 0.50 |
| nor4 | 5 | 0.60 |
| o21ai | 41 | 3.9 |
| dfrtp | 21 | 10 |
| xor2 | 9 | 1.5 |
| fa | 10 | 3.8 |
| o211ai | 3 | 0.43 |
| xnor2 | 17 | 2.9 |
| a22o | 3 | 0.50 |
| a31oi | 5 | 0.60 |
| a21o | 4 | 0.58 |
| buf | 51 | 7.1 |
| ha | 27 | 6.5 |
| nor2 | 40 | 2.9 |
Power figures rest on the tool's default switching activity, not on a simulated workload.
