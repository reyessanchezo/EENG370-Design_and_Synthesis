<file path="design.v">
module Lab2b (MAX10_CLK1_50, HEX0, HEX1, HEX2, HEX3, HEX4, HEX5);
	input MAX10_CLK1_50;
	output [0:6] HEX0, HEX1, HEX2, HEX3, HEX4, HEX5;
	wire tc;  
	wire [2:0] count;  
	wire [2:0] code0, code1, code2, code3, code4, code5;
	timer OncePerSecond (MAX10_CLK1_50, 1'b1, tc);
	counter ZeroToSix (MAX10_CLK1_50, tc, 1'b1, count);
	mux6to1 mux (count, code0, code1, code2, code3, code4, code5); 
	displayDecoder zero 	(code0, HEX0);
	displayDecoder one 	(code1, HEX1);
	displayDecoder two 	(code2, HEX2);
	displayDecoder three (code3, HEX3);
	displayDecoder four	(code4, HEX4);
	displayDecoder five	(code5, HEX5);	
endmodule
module timer (Clock, Reset_n, tc);
	parameter n = 26;
	input Clock, Reset_n;
	reg [n-1:0] Q;
	output reg tc;  
	always @(posedge Clock)  
		begin
		if (Q == 26'd5) 
				begin
				Q <= 1'd0;
				tc <= 1'b1;
				end
			else
				begin
				Q <= Q + 1'b1;
				tc <= 1'b0;
				end
		end
endmodule
module counter (Clock, Enable, Reset_n, Q);
	parameter n = 3;  
	input Clock, Enable, Reset_n;
	output reg [n-1:0] Q;
	always @(posedge Clock)  
		begin
			if (Q == 3'b110) 
				Q <= 1'd0;
			else if (Enable)
				Q <= Q + 1'b1;
		end
endmodule
module mux6to1 (s, code0, code1, code2, code3, code4, code5);
	input [2:0] s;
	output reg [2:0] code0, code1, code2, code3, code4, code5;
	always @ (s)
		case (s) 
			3'b000: 	begin
							code0= 3'b100;
							code1= 3'b011;
							code2= 3'b010;
							code3= 3'b001;
							code4= 3'b000;
							code5= 3'b000;
					end
			3'b001: 	begin
							code0= 3'b000;
							code1= 3'b100;
							code2= 3'b011;
							code3= 3'b010;
							code4= 3'b001;
							code5= 3'b000;
					end
			3'b010: 	begin
							code0= 3'b000;
							code1= 3'b000;
							code2= 3'b100;
							code3= 3'b011;
							code4= 3'b010;
							code5= 3'b001;
					end 
			3'b011:	begin
							code0= 3'b001;
							code1= 3'b000;
							code2= 3'b000;
							code3= 3'b100;
							code4= 3'b011;
							code5= 3'b010;
					end
			3'b100: 	begin
							code0= 3'b010;
							code1= 3'b001;
							code2= 3'b000;
							code3= 3'b000;
							code4= 3'b100;
							code5= 3'b011;
					end
			3'b101:	begin
							code0= 3'b011;
							code1= 3'b010;
							code2= 3'b001;
							code3= 3'b000;
							code4= 3'b000;
							code5= 3'b100;
					end
			default:	begin
							code0= 3'b000;
							code1= 3'b000;
							code2= 3'b000;
							code3= 3'b000;
							code4= 3'b000;
							code5= 3'b000;
					end
		endcase
endmodule
module displayDecoder (select, display);
	input [2:0] select;
	output reg [0:6] display;
	always @ (select)
		case (select) 
			3'b000: display = 7'b1111111;  
			3'b001: display = 7'b0000001;	 
			3'b010: display = 7'b0001000;	 
			3'b011: display = 7'b1111010;	 
			3'b100: display = 7'b0100100;	 
			default: display = 7'b1111111; 
		endcase
endmodule
</file>
<file path="run.sh">
#!/bin/bash
# OpenROAD 26Q1-2900-gdf79404cd8, Yosys 0.63+post, stock flow scripts
make -C /OpenROAD-flow-scripts/flow DESIGN_CONFIG=/design/flow/config.mk WORK_HOME=/design/flow/orfs finish
</file>
<file path="config.mk">
export PLATFORM = sky130hd
export DESIGN_NAME = Lab2b
export DESIGN_NICKNAME = Lab2b
export VERILOG_FILES = /design/flow/design.v
export SDC_FILE = /design/flow/constraint.sdc
export NUM_CORES = 4
export LEC_CHECK = 1
export CORE_UTILIZATION = 30
</file>
<file path="constraint.sdc">
current_design Lab2b

set clk_period 6.1
set clk_io_pct 0.2

create_clock -name clk0 -period $clk_period [get_ports {MAX10_CLK1_50}]

set non_clock_inputs [all_inputs -no_clocks]
set_input_delay [expr $clk_period * $clk_io_pct] -clock clk0 $non_clock_inputs
set_output_delay [expr $clk_period * $clk_io_pct] -clock clk0 [all_outputs]
</file>
==> GITHUB_STEP_SUMMARY <==
### Yosys + OpenROAD results

| Metric | Value |
|---|---|
| Status | finished clean |
| First DRT Iteration DRCs | 67 |
| Top-level I/O count | approximately 43 |
| Max Fclk | roughly 250 MHz |
| Yosys stat area | 1860 µm² |
| Arrival time at the worst endpoint | 2.82 ns |
| DIE HEIGHT | about 80 µm |
| Final min period | 4.04 ns |
| Comb. cell area | 1090 µm² |
| Placed Cells | about 320 |
| Post-Syn Area | 1860 µm² |
| Register area | 601 µm² |
| Clock Skew | 0.00256 ns |
| Worst path bufs/invs | 2 |
| Max Cap Viol | 0 |
| GPL Wtd Cong | approximately 0.78 |
| Worst endpoint required time | between 4 and 5 ns |
| Initial antenna violation count | 0 |
| Most frequent cells in the layout | 42 x clkdlybuf4s50_1, 30 x dfxtp_1, 19 x nor2_1, 19 x xnor2_1, 17 x nand2_1 |
| Synth area leaders | dfxtp_1 32%, xnor2_1 8.9%, ha_1 8.7% |
| Fill cells | 607 |
| Number of global-route vias before repair | 1407 |
| Yosys reg bits | 30 |
| Post_cts resized | 0 |
| Via count | 1574 |
| Crit path largest cell delay | 0.68 ns |
| Setup Fix Bufs, Post-CTS | 0 |
| Reg2reg path depth | 4 |
| CTS buffer count | 5 |
| Unique cell types | 33 |
| Slew @ Worst Pin | 0.577 ns |
| Largest area contributor in the netlist | dfxtp_1 |
| Crit path depth | 5 |
| Final setup viols | 0 |
| PD cells | 146 nW/µm² |
| Layout area overhead | 25.1% |
| Final worst slack | roughly 2.1 ns |
| Via density | 4.84 |
| Worst-Skew Late Latency | 0.28 ns |
| Die width | just over 80 µm |
| H-tree depth | 2 |
| HP Class | flop to flop |
| Layout Cells excl Fill | roughly 330 |
| Final period utilization | 66.2% |
| CP Cell Sequence | inv_1 -> ha_1 -> o21bai_1 -> o32ai_1 -> clkdlybuf4s50_1 |
| Min-Delay Path Depth | 1 |
| Cell count after synthesis | about 220 |
| Core footprint | a little under 6000 µm² |
| CTS tree | yes |
| Clock sink total | 30 |
| Critical path class | flop to output port |
| Critical path's slowest cell | dfxtp_1 |
| Port bufs | 42 |
| Syn. warnings | 4 |
| Final antenna diode count | 0 |
| Final Hold Fails | 0 |
| Layout cells sized above 1 | under 10% |
| Max-area cell share | 32.3% |
| Delay-heaviest family, CP | buffers and inverters |
| First-pass GRT wire length | 6070 µm |
| Syn avg cell area | 8.39 µm² |
| Post-Route Setup TNS | 0 ns |
| Hold-fix buffers, CTS | 0 |
| Grt total ovfl | 0 |
| DRC viols | 0 |
| CP Launch Type | flop |
| GRT Total Usage | a little under an eighth |
| Detailed Routing Iterations Pass 1 | 4 |
| Design Power | approximately 0.00034 W |
| VDD IR max | 0.135 mV |
| Clock Root Buffer | clkbuf_8 |
| CTS max path bufs | 2 |
| Init Core Util | 31.3% |
| RSZ-0062 raised after global routing | no |
| Synth Seq Share | between 30% and 40% |
| Final ANT Viol Nets | 0 |
| Final Max-Slew Violation Tally | 0 |
| Yosys Instances | 222 |
| HPWL after detailed placement | about 2700 µm |
| Die ar. | 6520 µm² |
| CP endpoint kind | output port |
| Worst hold margin | ~0.47 ns |
| Num rows | 28 |
| Most numerous logic cell after layout | clkdlybuf4s50_1 |
| Clock slew at reported path FFs | 0.06 ns |
| Leak | 0.789 nW |
| Pre-CTS setup slack | 2.36 ns |
| Log Warnings | 34 |
| Critical path fanouts, max | 19 |
| Relative slew slack | a little over 60% |
| Final wirelength | between 3000 and 4000 µm |
| Wire per inst | 11.4 µm |
| Pin count of the biggest net entering global routing | 20 |
-- final timing paths --
kind | from | endpoint | slack (ns)
min reg2reg | OncePerSecond.Q[0] | OncePerSecond.Q[0] | 0.47
min | OncePerSecond.Q[0] | OncePerSecond.Q[0] | 0.47
max reg2reg | OncePerSecond.Q[3] | OncePerSecond.Q[22] | 4.39
max | ZeroToSix.Q[2] | HEX3[0] | 2.06
-- state kept, by name (all words and copies together) (netlist names) --
signal and cells:
OncePerSecond.Q 26, ZeroToSix.Q 3, OncePerSecond.tc 1
-- power breakdown --
part / switching, W / internal, W / total, W
combinational: 0 / 0 / 0.000000000509
sequential: 0 / 0.000196 / 0.000196
clock: 0.0000650 / 0.0000782 / 0.000143
total: 0.0000650 / 0.000274 / 0.000339
-- Yosys cell counts --
library cell	n
nor3b_1	1
xor2_1	7
xnor2_1	19
nor2_1	19
ha_1	13
nand3_1	12
a31oi_1	2
nand4_4	1
nor3_1	2
dfxtp_1	30
nor2b_1	2
nor4_1	5
o32ai_1	2
nor4b_1	1
nand4_1	7
and3_2	1
o22ai_1	3
o21ai_0	11
and2_1	4
o221ai_1	4
o21bai_1	3
a22oi_1	2
clkbuf_1	9
nand2_1	17
mux2i_1	4
nor4_4	1
nand2b_1	3
and3_1	5
inv_1	12
buf_4	12
o31ai_1	3
a31o_2	1
a21oi_1	4
-- layout make-up --
type | instances | share of cell area [%]
Inverter | 12 | 1.93
Tap cell | 75 | 4.03
Sequential cell | 30 | 25.8
Clock buffer | 7 | 3.28
Timing Repair Buffer | 42 | 18.1
Multi-Input combinational cell | 159 | 46.9
-- layer usage --
layer | wire, µm | part of all wire (%) | GRT usage, %
met1 | 1800 | 49 | 15.1
met2 | 1640 | 44 | 20.7
met3 | 190 | 5.1 | 1.71
met4 | 70 | 1.9 | 1.96
met5 | 0 | 0 | 0
-- worst reg2reg max path: stages, from the launching register on --
cell	delay (ns)
dfxtp_1	0.44
nand4_1	0.29
nor2_1	0.53
nand4_1	0.18
xnor2_1	0.16
-- through the flow --
stage / utilization (%) / cell area [µm²]
2_1_floorplan: - / 1860
3_5_place_dp: 37.8 / 2250
3_3_place_gp: 37.8 / 2250
5_1_grt: 39.1 / 2330
4_1_cts: 39.1 / 2330
6_report: 39.1 / 2330
-- cells by family after synthesis --
logic type               synth area share (%)
AND-OR/OR-AND                            12.2
XOR/XNOR                                 12.2
adder cells (fa/ha/maj)                  8.74
buffers and inverters                    9.07
flip-flops                               32.3
multiplexers                             2.15
AND/OR/NAND/NOR                          23.3
No activity file was given, so power comes from the tool's default toggle rates.
