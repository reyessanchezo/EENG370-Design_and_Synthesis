## design/flow/config.mk

```make
export PLATFORM = sky130hd
export DESIGN_NAME = Lab6
export DESIGN_NICKNAME = Lab6
export VERILOG_FILES = /design/flow/design.v
export SDC_FILE = /design/flow/constraint.sdc
export NUM_CORES = 4
export LEC_CHECK = 1
export CORE_UTILIZATION = 30
```

## design/flow/run.sh

```bash
#!/bin/bash
# OpenROAD 26Q1-2900-gdf79404cd8, Yosys 0.63+post, stock flow scripts
make -C /OpenROAD-flow-scripts/flow DESIGN_CONFIG=/design/flow/config.mk WORK_HOME=/design/flow/orfs finish
```

## design/flow/design.v

```verilog
module Lab6 (
input [9:0] SW,
input KEY0, KEY1,
output [9:0] LEDR
);
	wire [8:0] DIN = SW[8:0];
	wire Resetn = KEY0, Clock = KEY1, Run = SW[9];
	wire done, Gout, DINout;
	wire Ain, Gin, IRin, AddSub;
	wire [7:0] Rout, Rin;
	wire [8:0] BusWires;
	assign LEDR[8:0] = BusWires;
	assign LEDR[9] = done;
	proc processor (DIN, Resetn, Clock, Run, done, Gout, DINout, Ain, Gin, IRin, AddSub, Rout, Rin, BusWires);
endmodule
module proc(DIN, Resetn, Clock, Run, done, Gout, DINout, Ain, Gin, IRin, AddSub, Rout, Rin, BusWires);
	input [8:0] DIN;
	input Resetn, Clock, Run;
	output reg done, Gout, DINout;
	output reg Ain, Gin, IRin, AddSub;
	output reg [7:0] Rout, Rin;
	output reg [8:0] BusWires;
	wire [8:0] R0, R1, R2, R3, R4, R5, R6, R7, A, G, IR, AdderOut;
	reg [1:0] Tstep_D, Tstep_Q;
	wire [7:0] Xreg, Yreg;
	wire [2:0] I;
	wire [9:0] Sel;
	parameter T0 = 2'b00, T1 = 2'b01, T2 = 2'b10, T3 = 2'b11;
	parameter mv = 3'b000, mvi = 3'b001, add = 3'b010, sub = 3'b011;
	assign I = IR[8:6];  
	dec3to8 decX (IR[5:3], 1'b1, Xreg);
	dec3to8 decY (IR[2:0], 1'b1, Yreg);
	always @(Tstep_Q, Run, done, I)
	begin
		case (Tstep_Q)
			T0:  
				if (~Run) Tstep_D = T0;
				else Tstep_D = T1;
	 		T1:  
				if(I == 0 | I == 1) Tstep_D = T0;
					else Tstep_D = T1;
			T2: Tstep_D = T3;
			T3: Tstep_D = T0;
		endcase
	end
	always @(Tstep_Q or I or Xreg or Yreg)
	begin
		Rout = 0; 
		Rin = 0; 
		done = 0; 
		Ain = 0; 
		Gin = 0; 
		Gout = 0; 
		DINout = 0; 
		AddSub = 0;
		IRin = 0;
		case (Tstep_Q)
			T0:  
				begin
					IRin = 1'b1; Rout = 0; Rin = 0; done = 0; Ain = 0; Gin = 0; Gout = 0; DINout = 0; AddSub = 0;
				end
			T1:    
				case (I)
					mv: begin Rout = Yreg; Rin = Xreg; done = 1; IRin = 0; end
					mvi: begin DINout = 1; Rin = Xreg; done = 1; IRin = 0; end
					add: begin Rout = Xreg; Ain = 1; done = 0; IRin = 0; end
					sub: begin Rout = Xreg; Ain = 1; done = 0; IRin = 0; end
					default: begin Rout = 0; Rin = 0; done = 0; Ain = 0; Gin = 0; Gout = 0; DINout = 0; AddSub = 0; IRin = 0; end
				endcase
			T2:    
				case (I)
					add: begin Rout = Yreg; Gin = 1; done = 0; IRin = 0; end
					sub: begin Rout = Yreg; Gin = 1; AddSub = 1; done = 0; IRin = 0; end
					default: begin Rout = 0; Rin = 0; done = 0; Ain = 0; Gin = 0; Gout = 0; DINout = 0; AddSub = 0; IRin = 0; end
				endcase
			T3:    
				case (I)
					add: begin Gout = 1; Rin = Xreg; done = 1; IRin = 0; end
					sub: begin Gout = 1; Rin = Xreg; done = 1; IRin = 0; end
					default: begin Rout = 0; Rin = 0; done = 0; Ain = 0; Gin = 0; Gout = 0; DINout = 0; AddSub = 0; IRin = 0; end
				endcase
		endcase
	end
	always @(posedge Clock, negedge Resetn)
		if (!Resetn)
			Tstep_Q <= T0;
		else
			Tstep_Q <= Tstep_D;	
	regn reg_0 (BusWires, Rin[7], Clock, R0);
	regn reg_1 (BusWires, Rin[6], Clock, R1);
	regn reg_2 (BusWires, Rin[5], Clock, R2);
	regn reg_3 (BusWires, Rin[4], Clock, R3);
	regn reg_4 (BusWires, Rin[3], Clock, R4);
	regn reg_5 (BusWires, Rin[2], Clock, R5);
	regn reg_6 (BusWires, Rin[1], Clock, R6);
	regn reg_7 (BusWires, Rin[0], Clock, R7);
	regn reg_A (BusWires, Ain, Clock, A);
	regn reg_G (AdderOut, Gin, Clock, G);
	regn reg_IR (DIN, IRin, Clock, IR);
	AddSubALU AddOrSub (A, BusWires, AddSub, AdderOut);
	assign Sel = {Rout, Gout, DINout};
	always @(Sel) begin
		case(Sel)
			10'b1000000000: BusWires = R0;
	   	10'b0100000000: BusWires = R1;
			10'b0010000000: BusWires = R2;
			10'b0001000000: BusWires = R3;
			10'b0000100000: BusWires = R4;
			10'b0000010000: BusWires = R5;
			10'b0000001000: BusWires = R6;
			10'b0000000100: BusWires = R7;
			10'b0000000010: BusWires = G;
			10'b0000000001: BusWires = DIN;
			default: BusWires = 0;
		endcase
	end
endmodule
module AddSubALU (
	input [8:0] A, BusWires, 
	input addsub, 
	output reg [8:0] G
);
	always @(*) begin
		if (addsub) 
			G = A + BusWires; 
		else 
			G = A - BusWires;
	end
endmodule
module dec3to8(W, En, Y);
	input [2:0] W;
	input En;
	output [0:7] Y;
	reg [0:7] Y;
	always @(W or En)
	begin
		if (En == 1)
			case (W)
				3'b000: Y = 8'b10000000;
	   	   3'b001: Y = 8'b01000000;
				3'b010: Y = 8'b00100000;
				3'b011: Y = 8'b00010000;
				3'b100: Y = 8'b00001000;
				3'b101: Y = 8'b00000100;
				3'b110: Y = 8'b00000010;
				3'b111: Y = 8'b00000001;
			endcase
		else 
			Y = 8'b00000000;
	end
endmodule
module regn(R, Rin, Clock, Q);
	parameter n = 9;
	input [n-1:0] R;
	input Rin, Clock;
	output [n-1:0] Q;
	reg [n-1:0] Q;
	always @(posedge Clock)
	 	if (Rin)
			Q <= R;
endmodule
```

## design/flow/constraint.sdc

```tcl
current_design Lab6

set clk_period 3.8
set clk_io_pct 0.2

create_clock -name clk0 -period $clk_period [get_ports {KEY1}]

set non_clock_inputs [all_inputs -no_clocks]
set_input_delay [expr $clk_period * $clk_io_pct] -clock clk0 $non_clock_inputs
set_output_delay [expr $clk_period * $clk_io_pct] -clock clk0 [all_outputs]
```

==> qor.csv <==
metric,value,unit
run status,"finished, final reports clean",
Synth Flop Type,edfxtp_1,
H-tree depth,3,
Die H,120,microns
I/O pin count,22,
Final Hold Fails,0,
layout cells sized above 1,20.6,%
Yosys chip area,0.00421,sq mm
FP Rows,42,
# Cells Yosys,316,
hold path start,processor.Tstep_Q[0],
VDD IR-drop max,0.000328,V
tool warnings,26,
Area Growth Syn to Fin,23.0,%
Syn Area/Cell,13.3,sq um
fin crit period,3670,ps
PwrDens,555,mW/mm^2
vias per std cell,5.30,
die area,0.0145,sq mm
P_leak,0.00177,uW
antenna fix cells,0,
post-route clock period utilization,96.7,%
Detailed Route WL,10400,microns
hold depth,2,
"Reg clk slew, reported paths",70,ps
relative slew slack,59.9,%
Core Area,0.0135,sq mm
Vias,2864,
Post-Route Skew,9.37,ps
setup violators final,0,
RSZ-0062 raised after global routing,no,
Total GRT Usage,15.6,%
DRT Pass-1 Iters,4,
Slew @ Worst Pin,602,ps
YS warnings,4,
Hold Path End,processor.Tstep_Q[1],
Post-DP Area,0.00471,sq mm
Clock Tree Buf Depth,2,
grt total ovfl,0,
HPWL Detailed,7070,microns
R2R Setup Slk,1180,ps
R2R Path Start,processor.reg_IR.Q[7],
DRT antenna net count,0,
Synth Register Bits,99,
Hold Crit Class,reg2reg,
Late-Pin Clk Latency,350,ps
number of global-route vias before repair,2932,
antenna violations before repair,0,
crit path from,processor.reg_IR.Q[7],
max-slew violation count,0,
RR Endpoint,processor.reg_3.Q[8],
Syn Std Cell Area,0.00421,sq mm
post-route cell area,0.00518,sq mm
Critical Path AT,2910,ps
crit start category,register,
GPL Wtd Cong,0.874,
Pre-Place Util,31.3,%
TritonCTS Buffers,9,
CTS tree,done,
worst r2r path cells,10,
count of library flops with an enable pin,81,
DRT iter0 DRCs,184,
Die X,120,microns
Top Layout Cells,"edfxtp_1, o21ai_0, buf_4",
DR DRC count,0,
setup TNS,0,ps
distinct lib cells,48,
Crit Path Class,reg2out,
post-synthesis cell count,316,
first-pass GRT wire length,16300,microns
Port Buf Inserts,21,
"Async S/R FF share, synth",2.02,%
largest net degree at the start of global routing,21,
Root Driver,clkbuf_16,
Max-cap violations,0,
TritonCTS Sinks,99,
DR WL/cell,19.2,microns
sequential element share of the synthesized area,66.6,%
most numerous logic cell after layout,edfxtp_1,
CP endpoint kind,output pin,
CP Max Fanout,12,
Max Fclk,0.272,GHz
WP data required,3040,ps
==> report_power, final <==
group	total [uW]	switching, uW	leakage (uW)	internal [uW]
clock	886	423	0.000147	463
combinational	598	359	0.000710	239
sequential	1390	63.8	0.000915	1330
total	2880	846	0.00177	2030
==> sequential cells by signal, summed over array words and instances (netlist names) <==
name	cells
processor.Tstep_Q	2
processor.Xreg	8
processor.Yreg	8
processor.reg_0.Q	9
processor.reg_1.Q	9
processor.reg_2.Q	9
processor.reg_3.Q	9
processor.reg_4.Q	9
processor.reg_5.Q	9
processor.reg_6.Q	9
processor.reg_7.Q	9
processor.reg_IR.Q	9
==> metrics by stage <==
step,std cells,hold slack (ps),total power (uW),worst slack (ps),util [%]
global route,540,582,3000,20.3,38.5
floorplan,316,464,1710,1080,-
CTS,532,546,2840,-0.820,37.2
detailed placement,516,534,1950,336,35.0
global placement,516,533,1950,357,35.0
finish,540,541,2880,126,38.5
==> synthesized netlist by cell type (all sizes together), types with 2 or more instances <==
cell type,instances,area (sq um)
edfxtp,81,2430
o21ai,45,225
nor2,22,82.6
a2111oi,19,188
dfxtp,16,320
clkbuf,14,52.6
a31oi,10,62.6
nand2,10,37.5
a21oi,9,45.0
nand3,9,45.0
a22o,8,70.1
a22oi,8,60.1
and2,8,50.1
nor4b,7,86.3
and3b,6,52.6
buf,6,50.0
inv,4,15.0
mux2,4,45.0
mux2i,4,40.0
or2,4,27.5
a221oi,2,17.5
nand3b,2,15.0
nor3,2,10.0
nor4,2,25.0
==> area by class of cell <==
cell class	instances	area, sq um
well taps	176	220
clock buffers	9	225
fillers	1274	8280
clock inverters	7	70.1
inverters	4	15.0
repair buffers	52	473
multi-input cells	193	1370
flip-flops and latches	99	2800
==> kinds of logic after synthesis <==
logic type,after synthesis,synth area share (%)
compound gates,107,17.1
buf+inv,24,2.79
flops,99,66.6
mux,8,2.02
simple gates,78,11.4
==> per-layer routing <==
layer  wire length, microns  track usage [%]  vias to the layer above
li1                       -                -                     1344
met5                      0                0                        -
met2                   4750             23.6                      117
met1                   4490             22.6                     1391
met3                    986             6.55                       12
met4                    149             1.93                        0
==> repair_timing <==
| action | in CTS | in global routing |
|---|---|---|
| endpoints found under the setup margin | 8 | 9 |
| hold buffers | 0 | 0 |
| buffers inserted | 0 | 8 |
| pin swaps | 1 | 10 |
| gates resized | 2 | 31 |
==> worst max path at each step <==
stage          to  slack (ps)  cells past startpoint
6_report  LEDR[2]         130                      7
5_1_grt   LEDR[2]          20                      8
4_1_cts   LEDR[4]        -0.8                      6
==> worst max-delay path, stage by stage (launching register included) <==
cell and delay, ps:
edfxtp_1 430, or2_4 270, o41a_1 500, buf_6 210, a2111oi_1 460, a31oi_1 130, nand3_2 100, clkdlybuf4s50_1 460
Power is estimated from default activity; no workload was simulated.
